==> design.v <==
module huffman(clk, reset, gray_valid, CNT_valid,  gray_data, CNT1, CNT2, CNT3, CNT4, CNT5, CNT6,
    code_valid, HC1, HC2, HC3, HC4, HC5, HC6, M1, M2, M3, M4, M5, M6);
input clk;
input reset;
input gray_valid;
input [7:0] gray_data;
output reg CNT_valid;
output reg [7:0] CNT1, CNT2, CNT3, CNT4, CNT5, CNT6;
output reg code_valid;
output reg [7:0] HC1, HC2, HC3, HC4, HC5, HC6;
output reg [7:0] M1, M2, M3, M4, M5, M6;
reg [7:0] SET[0:5];
reg [5:0] SET_flag[0:5];
reg [2:0] num;
reg [2:0] times;
reg [2:0] count;
reg [6:0] amount; 
reg [2:0] endpoint;
reg [2:0] bitpos[0:5];
reg [2:0] state;
reg [2:0] nextstate;
parameter Initialization = 3'd0;
parameter OutputCNT = 3'd1;
parameter Sort = 3'd2;
parameter Encode = 3'd3;
parameter FinalStage = 3'd4;
parameter Finish = 3'd5;
always@(posedge clk or posedge reset) begin
	if(reset) state <= Initialization;
	else state <= nextstate;
end
always@(*) begin
	case(state)
		Initialization: begin
			if(amount==7'd100) nextstate = OutputCNT;
			else nextstate = Initialization;
		end
		OutputCNT: nextstate = Sort;
		Sort: begin
			if(times==3'd7) nextstate = Encode;
			else nextstate = Sort;
		end
		Encode: begin
			if(endpoint==3'd1) nextstate = FinalStage;
			else nextstate = Sort;
		end
		FinalStage: nextstate = Finish;
		default: nextstate = Finish;
	endcase
end
always@(posedge clk) begin
	if(reset) begin
		CNT1 <= 8'd0;
		CNT2 <= 8'd0;
		CNT3 <= 8'd0;
		CNT4 <= 8'd0;
		CNT5 <= 8'd0;
		CNT6 <= 8'd0;
		CNT_valid <= 0;
		amount <= 7'd0;
		count <= 3'd0;
		num <= 3'd0;
		times <= 3'd0;
		SET[0] <= 8'd0;
		SET[1] <= 8'd0;
		SET[2] <= 8'd0;
		SET[3] <= 8'd0;
		SET[4] <= 8'd0;
		SET[5] <= 8'd0;
		SET_flag[0] <= 6'b000001;
		SET_flag[1] <= 6'b000010;
		SET_flag[2] <= 6'b000100;
		SET_flag[3] <= 6'b001000;
		SET_flag[4] <= 6'b010000;
		SET_flag[5] <= 6'b100000;
		endpoint <= 3'd5;
		HC1 <= 8'd0;
		HC2 <= 8'd0;
		HC3 <= 8'd0;
		HC4 <= 8'd0;
		HC5 <= 8'd0;
		HC6 <= 8'd0;
		M1 <= 8'd0;
		M2 <= 8'd0;
		M3 <= 8'd0;
		M4 <= 8'd0;
		M5 <= 8'd0;
		M6 <= 8'd0;
		bitpos[0] <= 3'd0;
		bitpos[1] <= 3'd0;
		bitpos[2] <= 3'd0;
		bitpos[3] <= 3'd0;
		bitpos[4] <= 3'd0;
		bitpos[5] <= 3'd0;
		code_valid <= 0;
	end
	else begin
		case(state)
			Initialization: begin
				if(gray_valid) begin
					case(gray_data)
						8'h01: CNT1 <= CNT1 + 8'd1;
						8'h02: CNT2 <= CNT2 + 8'd1;
						8'h03: CNT3 <= CNT3 + 8'd1;
						8'h04: CNT4 <= CNT4 + 8'd1;
						8'h05: CNT5 <= CNT5 + 8'd1;
						8'h06: CNT6 <= CNT6 + 8'd1;
					endcase
					amount <= amount + 7'd1;
				end
			end
			OutputCNT: begin
				count <= 3'd0;
				num <= 3'd1;
				times <= 3'd2;
				CNT_valid <= 1;
				SET[0] <= CNT1;
				SET[1] <= CNT2;
				SET[2] <= CNT3;
				SET[3] <= CNT4;
				SET[4] <= CNT5;
				SET[5] <= CNT6;			
			end
			Sort: begin
				CNT_valid <= 0;
				if(times!=7) begin
					if(SET[num] > SET[count]) begin
						SET[num] <= SET[count];
						SET[count] <= SET[num];
						SET_flag[num] <= SET_flag[count];
						SET_flag[count] <= SET_flag[num];
						if(count!=0) num <= num - 3'd1;
					end
					if(count==3'd0) begin
						num <= times;
						times <= times + 3'd1;
						count <= times - 3'd1;
					end
					else begin
						count <= count - 3'd1;
					end
				end
			end
			Encode: begin
				endpoint <= endpoint - 3'd1;
				if(SET_flag[endpoint][0]) begin
					M1[bitpos[0]] <= 1;
					HC1[bitpos[0]] <= 1;
					bitpos[0] <= bitpos[0] + 3'd1;
				end
				if(SET_flag[endpoint][1]) begin
					M2[bitpos[1]] <= 1;
					HC2[bitpos[1]] <= 1;
					bitpos[1] <= bitpos[1] + 3'd1;
				end
				if(SET_flag[endpoint][2]) begin
					M3[bitpos[2]] <= 1;
					HC3[bitpos[2]] <= 1;
					bitpos[2] <= bitpos[2] + 3'd1;
				end
				if(SET_flag[endpoint][3]) begin
					M4[bitpos[3]] <= 1;
					HC4[bitpos[3]] <= 1;
					bitpos[3] <= bitpos[3] + 3'd1;
				end
				if(SET_flag[endpoint][4]) begin
					M5[bitpos[4]] <= 1;
					HC5[bitpos[4]] <= 1;
					bitpos[4] <= bitpos[4] + 3'd1;
				end
				if(SET_flag[endpoint][5]) begin
					M6[bitpos[5]] <= 1;
					HC6[bitpos[5]] <= 1;
					bitpos[5] <= bitpos[5] + 3'd1;
				end
				if(SET_flag[endpoint-3'd1][0]) begin
					M1[bitpos[0]] <= 1;
					HC1[bitpos[0]] <= 0;
					bitpos[0] <= bitpos[0] + 3'd1;
				end
				if(SET_flag[endpoint-3'd1][1]) begin
					M2[bitpos[1]] <= 1;
					HC2[bitpos[1]] <= 0;
					bitpos[1] <= bitpos[1] + 3'd1;
				end
				if(SET_flag[endpoint-3'd1][2]) begin
					M3[bitpos[2]] <= 1;
					HC3[bitpos[2]] <= 0;
					bitpos[2] <= bitpos[2] + 3'd1;
				end
				if(SET_flag[endpoint-3'd1][3]) begin
					M4[bitpos[3]] <= 1;
					HC4[bitpos[3]] <= 0;
					bitpos[3] <= bitpos[3] + 3'd1;
				end
				if(SET_flag[endpoint-3'd1][4]) begin
					M5[bitpos[4]] <= 1;
					HC5[bitpos[4]] <= 0;
					bitpos[4] <= bitpos[4] + 3'd1;
				end
				if(SET_flag[endpoint-3'd1][5]) begin
					M6[bitpos[5]] <= 1;
					HC6[bitpos[5]] <= 0;
					bitpos[5] <= bitpos[5] + 3'd1;
				end
				SET[endpoint] <= 8'd0;
				SET_flag[endpoint] <= 6'b000000;
				SET[endpoint-3'd1] <= SET[endpoint] + SET[endpoint-3'd1];
				SET_flag[endpoint-3'd1] <= SET_flag[endpoint] | SET_flag[endpoint-3'd1];
				count <= 3'd0;
				num <= 3'd1;
				times <= 3'd2;
			end
			FinalStage: code_valid <= 1;
			Finish: code_valid <= 0;
		endcase
	end
end
endmodule
==> run.sh <==
#!/bin/bash
# OpenROAD 26Q1-2900-gdf79404cd8, Yosys 0.63+post, stock flow scripts
make -C /OpenROAD-flow-scripts/flow DESIGN_CONFIG=/design/flow/config.mk WORK_HOME=/design/flow/orfs finish
==> config.mk <==
export PLATFORM = sky130hd
export DESIGN_NAME = huffman
export DESIGN_NICKNAME = huffman
export VERILOG_FILES = /design/flow/design.v
export SDC_FILE = /design/flow/constraint.sdc
export NUM_CORES = 4
export LEC_CHECK = 1
export CORE_UTILIZATION = 50
==> constraint.sdc <==
current_design huffman

set clk_period 10.9
set clk_io_pct 0.2

create_clock -name clk0 -period $clk_period [get_ports {clk}]

set non_clock_inputs [all_inputs -no_clocks]
set_input_delay [expr $clk_period * $clk_io_pct] -clock clk0 $non_clock_inputs
set_output_delay [expr $clk_period * $clk_io_pct] -clock clk0 [all_outputs]
==> report_table.html <==
<h2>Implementation results</h2>
<table>
<tr><th>Metric</th><th>Value</th></tr>
<tr><th colspan="2">Detailed routing</th></tr>
<tr><td>Antenna-violating nets left</td><td>0</td></tr>
<tr><td>Average wire per cell in the routed design</td><td>22.5 um</td></tr>
<tr><td>Router iterations before antenna repair</td><td>5</td></tr>
<tr><td>Wire length after detailed routing</td><td>approximately 52 mm</td></tr>
<tr><td>Via total after detailed routing</td><td>14106</td></tr>
<tr><td>Post-detailed-route via-to-cell ratio</td><td>6.05</td></tr>
<tr><td># DRC</td><td>0</td></tr>
<tr><td>Number of design-rule violations left by the first detailed-router iteration</td><td>1001</td></tr>
<tr><th colspan="2">GRT</th></tr>
<tr><td>Pin count of the biggest net entering global routing</td><td>83</td></tr>
<tr><td>GRT overflow</td><td>0</td></tr>
<tr><td>Wire length of the first global-routing pass</td><td>80.7 mm</td></tr>
<tr><td>Vias in the first global route</td><td>13937</td></tr>
<tr><td>Initial antenna violation count</td><td>0</td></tr>
<tr><td>Overall global routing resource usage</td><td>0.310</td></tr>
<tr><th colspan="2">Layout</th></tr>
<tr><td>Layout Area Growth over Synthesis</td><td>17.2%</td></tr>
<tr><td>Final Util</td><td>0.595</td></tr>
<tr><td>Number of fill cells</td><td>2918</td></tr>
<tr><td>Fraction of final layout cells sized beyond drive strength 1</td><td>0.151</td></tr>
<tr><th colspan="2">Clock tree</th></tr>
<tr><td>H-tree depth</td><td>2</td></tr>
<tr><td>Post-cts repair resize count</td><td>0</td></tr>
<tr><td>CTS clk-pin slew, worst paths</td><td>around 0.060 ns</td></tr>
<tr><td>Clock Tree Buf Depth</td><td>3</td></tr>
<tr><td>Post-CTS Setup Repair Bufs</td><td>0</td></tr>
<tr><td>TritonCTS buffer count</td><td>36</td></tr>
<tr><td>Quantity of hold-fixing buffers added after cts</td><td>0</td></tr>
<tr><td>Clock Sinks</td><td>310</td></tr>
<tr><td>Clock latency (worst-skew pair)</td><td>approximately 0.55 ns</td></tr>
<tr><td>CTS tree</td><td>yes</td></tr>
<tr><td>Clock tree root driver cell</td><td>sky130_fd_sc_hd__clkbuf_16</td></tr>
<tr><th colspan="2">STA</th></tr>
<tr><td>Transition time at the pin with the least slew margin</td><td>1.01 ns</td></tr>
<tr><td>Clock Skew</td><td>0.0129 ns</td></tr>
<tr><td>Share of the clock period used by the worst path</td><td>0.468</td></tr>
<tr><td>Final TNS setup</td><td>0 ns</td></tr>
<tr><td>Hold Worst Slack</td><td>0.444 ns</td></tr>
<tr><td>Achievable Freq</td><td>0.196 GHz</td></tr>
<tr><td>Setup Viol. Count Final</td><td>0</td></tr>
<tr><td>Period minus WS final</td><td>just over 5 ns</td></tr>
<tr><td>Final hold violations</td><td>0</td></tr>
<tr><td>Final-report max-slew violation count</td><td>0</td></tr>
<tr><td>RSZ-0062 raised after global routing</td><td>no</td></tr>
<tr><td>Normalized max-slew margin</td><td>0.328</td></tr>
<tr><th colspan="2">Synthesis</th></tr>
<tr><td>Top cells by area, synth</td><td>sky130_fd_sc_hd__dfxtp_1 21%, sky130_fd_sc_hd__edfxtp_1 19%, sky130_fd_sc_hd__mux4_2 14%</td></tr>
<tr><td>Synthesized registers</td><td>310</td></tr>
<tr><td>Syn Area/Cell</td><td>10.4 um^2</td></tr>
<tr><td>Area of the synthesized netlist per yosys stat</td><td>0.0181 mm^2</td></tr>
<tr><td>Count of instantiated cells in the yosys netlist</td><td>1742</td></tr>
<tr><td>Yosys top cell area share</td><td>0.213</td></tr>
<tr><td>Yosys warning tally</td><td>2</td></tr>
<tr><td>Post-Synthesis Cells</td><td>1742</td></tr>
<tr><td>Number of distinct library cells after synthesis</td><td>roughly 78</td></tr>
<tr><td>Cell accounting for the most synthesized area</td><td>sky130_fd_sc_hd__dfxtp_1</td></tr>
<tr><td>Flip-flops with a built-in enable</td><td>around 110</td></tr>
<tr><td>Post-synthesis instance area</td><td>0.0181 mm^2</td></tr>
<tr><td>Prevailing post-synth register cell</td><td>sky130_fd_sc_hd__dfxtp_1</td></tr>
<tr><td>Sequential area share after synthesis</td><td>0.407</td></tr>
<tr><td>Post-synth ARST share</td><td>0.0194</td></tr>
<tr><th colspan="2">Floorplanning</th></tr>
<tr><td>Placement row count</td><td>69</td></tr>
<tr><td>Initial Utilization</td><td>0.508</td></tr>
<tr><td>Chip area</td><td>0.0369 mm^2</td></tr>
<tr><td>Die Span Y</td><td>192 um</td></tr>
<tr><td>Horizontal die dimension</td><td>192 um</td></tr>
<tr><td>Top Ports</td><td>157</td></tr>
<tr><td>Floorplan Core Area</td><td>0.0356 mm^2</td></tr>
<tr><th colspan="2">Flow run</th></tr>
<tr><td>Total tool warning count</td><td>46</td></tr>
<tr><td># Max-Cap Violations</td><td>0</td></tr>
<tr><th colspan="2">Critical path</th></tr>
<tr><td>Worst-path maximum fanout</td><td>82</td></tr>
<tr><td>Critical path class</td><td>in -&gt; reg</td></tr>
<tr><td>Worst Setup End Kind</td><td>register</td></tr>
<tr><td>WP data required</td><td>11.13 ns</td></tr>
<tr><td>Arrival time at the worst endpoint</td><td>5.34 ns</td></tr>
<tr><td>Critical Path Start Type</td><td>primary input</td></tr>
<tr><th colspan="2">Power and ir drop</th></tr>
<tr><td>Maximum vdd ir drop</td><td>0.119 mV</td></tr>
<tr><td>Leakage</td><td>7.52 nW</td></tr>
<tr><td>Pwr Density</td><td>123 mW/mm^2</td></tr>
<tr><th colspan="2">Placement</th></tr>
<tr><td>Detailed placement HPWL</td><td>35.8 mm</td></tr>
<tr><td>Total of buffers placed on input and output ports</td><td>156</td></tr>
<tr><td>Final estimated routing congestion in global placement</td><td>0.945</td></tr>
<tr><th colspan="2">Status</th></tr>
<tr><td>Result of the run</td><td>completed</td></tr>
<tr><th colspan="2">Hold path</th></tr>
<tr><td>Worst min-delay path category</td><td>reg -&gt; reg</td></tr>
</table>
[per-layer routing]
layer	share of wire	global-route usage
met1	0.42	0.466
met2	0.41	0.410
met3	0.14	0.168
met4	0.027	0.0736
met5	0	0.00687
[cells in the final DEF (no fill, tap or decap), types with 42 or more instances in the layout]
master                              n
sky130_fd_sc_hd__mux4_2           112
sky130_fd_sc_hd__o21ai_0           65
sky130_fd_sc_hd__xor2_1            42
sky130_fd_sc_hd__nor2_1           194
sky130_fd_sc_hd__clkdlybuf4s50_1  155
sky130_fd_sc_hd__ha_1              54
sky130_fd_sc_hd__dfxtp_1          188
sky130_fd_sc_hd__nand2_1          131
sky130_fd_sc_hd__mux2i_1          106
sky130_fd_sc_hd__edfxtp_1         112
sky130_fd_sc_hd__a21oi_1          145
[worst max-delay path, cell delays in order]
cell	delay, ns
sky130_fd_sc_hd__buf_6	0.47
sky130_fd_sc_hd__nand2b_1	0.78
sky130_fd_sc_hd__nor3_1	0.08
sky130_fd_sc_hd__a31oi_1	0.28
sky130_fd_sc_hd__or3_1	0.65
sky130_fd_sc_hd__inv_1	0.16
sky130_fd_sc_hd__or4_1	0.69
[cell type report]
type                       instances  area (um^2)  share of cell area
clock buffer                      52         1080              0.0512
tap                              461          577              0.0272
antenna                            1         2.50            0.000118
clock inverter                    14          163             0.00768
multi-input combinational       1265        10000               0.472
timing repair buffer             194         1850              0.0873
sequential                       310         7360               0.348
inverter                          36          135             0.00638
[flip-flops by register name, summed over array words and instances, names as in the netlist, 7 cells and up, named ones only]
name and count:
SET_flag 48, CNT5 8, HC4 8, CNT3 8, M4 8, amount 7
CNT2 8, HC1 8, M6 8, CNT6 8, SET 64, M2 8
HC3 8, M1 8, CNT4 8, HC5 8, CNT1 8, M3 8
M5 8, HC2 8, bitpos 18, HC6 8
[final timing paths]
check                       startpoint    endpoint  slack [ns]  depth (start not counted)
max                              reset   SET[3][3]        5.79                          7
min                           state[4]  code_valid        0.44                          1
max reg2reg                endpoint[0]   SET[1][6]        5.86                         15
min reg2reg                   state[4]  code_valid        0.44                          1
max in group asynchronous        reset    state[0]        8.67                          3
min in group asynchronous        reset    state[3]        1.97                          3
[synth_stat cells (36+ instances only)]
| library cell | n |
|---|---|
| sky130_fd_sc_hd__buf_2 | 41 |
| sky130_fd_sc_hd__o21ai_0 | 66 |
| sky130_fd_sc_hd__a211oi_1 | 36 |
| sky130_fd_sc_hd__nor3_1 | 41 |
| sky130_fd_sc_hd__mux4_2 | 112 |
| sky130_fd_sc_hd__xor2_1 | 42 |
| sky130_fd_sc_hd__ha_1 | 54 |
| sky130_fd_sc_hd__clkbuf_1 | 69 |
| sky130_fd_sc_hd__mux2i_1 | 106 |
| sky130_fd_sc_hd__dfxtp_1 | 192 |
| sky130_fd_sc_hd__edfxtp_1 | 112 |
| sky130_fd_sc_hd__a21oi_1 | 145 |
| sky130_fd_sc_hd__nand2_1 | 131 |
| sky130_fd_sc_hd__nor2_1 | 194 |
[metrics by stage]
stage / cells / instance area, um^2 / setup slack (ns) / total power [W]
after CTS: 2332 / 21200 / 5.82 / 0.00264
final: 2333 / 21200 / 5.79 / 0.00261
after global routing: 2332 / 21200 / 5.39 / 0.00269
after floorplan: 1742 / 18100 / 6.50 / 0.00133
after detailed placement: 2266 / 19900 / 5.24 / 0.00138
after global placement: 2266 / 19900 / 5.33 / 0.00138
[kinds of logic after synthesis]
group	Yosys count	share of synthesized area
buffers and inverters	167	0.0402
XOR/XNOR	67	0.0329
multiplexers	254	0.221
AND/OR/NAND/NOR	552	0.149
AND-OR/OR-AND	337	0.111
flip-flops	310	0.407
adder cells (fa/ha/maj)	55	0.0385
[power breakdown]
part	leakage [nW]	internal (W)	total (W)	switching (W)
combinational	4.25	0.0000525	0.000121	0.0000680
sequential	2.66	0.00121	0.00124	0.0000221
clock	0.607	0.000766	0.00125	0.000487
total	7.52	0.00203	0.00261	0.000577
Power figures rest on the tool's default switching activity, not on a simulated workload.
